==> /design/flow/run.sh <==
#!/bin/bash
# OpenROAD 26Q1-2900-gdf79404cd8, Yosys 0.63+post, stock flow scripts
make -C /OpenROAD-flow-scripts/flow DESIGN_CONFIG=/design/flow/config.mk WORK_HOME=/design/flow/orfs finish
==> /design/flow/config.mk <==
export PLATFORM = sky130hd
export DESIGN_NAME = debounce16
export DESIGN_NICKNAME = debounce16
export VERILOG_FILES = /design/flow/design.v
export SDC_FILE = /design/flow/constraint.sdc
export NUM_CORES = 4
export LEC_CHECK = 1
export CORE_UTILIZATION = 30
==> /design/flow/constraint.sdc <==
current_design debounce16

set clk_period 2.6
set clk_io_pct 0.2

create_clock -name clk0 -period $clk_period [get_ports {clk}]

set non_clock_inputs [all_inputs -no_clocks]
set_input_delay [expr $clk_period * $clk_io_pct] -clock clk0 $non_clock_inputs
set_output_delay [expr $clk_period * $clk_io_pct] -clock clk0 [all_outputs]
==> /design/flow/design.v <==
module debounce1
    (
    input wire sample_clk, 
    input wire d_in,
    output wire d_out
    );
    parameter N = 2;
    reg [N-1:0] sreg;
    wire [N-1:0] s_next;
    always @( posedge sample_clk) begin
        sreg <= s_next;
    end
    assign s_next = { d_in, sreg[N-1:1] };
    assign d_out = (&sreg) ? 1 : 0;
endmodule
module debounce16(
    input wire clk,
    input wire [7:0] pb_in,
    output wire [7:0] pb_out,
    input wire [7:0] sw_in,
    output wire [7:0] sw_out
    );
        localparam sreglen = 3;
        localparam presclen = 17;    
    wire sample_clk;
    reg [presclen:0] prescaler;
    always @(posedge clk) 
        prescaler <= prescaler+1;
    assign sample_clk = prescaler[presclen];
    genvar i;
        generate
          for (i=0; i < 4; i=i+1) begin : pb_deb
             debounce1 #(sreglen) deb(
                .sample_clk(sample_clk),
                .d_in(~pb_in[i]),
                .d_out(pb_out[i])
                );
          end
        endgenerate
        assign pb_out[7:4] = ~pb_in[7:4];
    generate
      for (i=0; i < 8; i=i+1) begin : sw_deb
         debounce1 #(sreglen) deb(
            .sample_clk(sample_clk),
            .d_in(~sw_in[i]),
            .d_out(sw_out[i])
            );
      end
    endgenerate
endmodule
==> impl_metrics.yaml <==
# yosys + openroad results
power:
  ir_worst_vdd_mv: 0.5444
  power.share.clock: 0.417
  power.internal_uw: 438.4
  sw_frac_of_total: 0.1762
  combPwrFrac: 0.063
  p_seq_frac: 0.520
  switchingPower_uw: 93.77
  p_per_area_nw_per_um2: 267.0
  p_leak_uw: 0.0008414
drt:
  ant_nets: 0
  wl_um: 1869
  drt_first_pass_iters: 2
  first_iter_violations: 13
  num_vias: 874
  diodes: 0
  drc: 0
  via_per_inst: 3.817
  drt-wirelength-per-cell_um: 8.162
cells_and_area:
  final_layout_size_suffix_gt1_frac: 0.05660
  syn_to_final_growth_pct: 23.58
  num-fill-cells: 490
clock_network:
  postCtsHoldBufs: 0
  clkLatencyLatePin_ns: 0.25
  clk_pin_slew_worst_paths_ns: 0.06
  clockBufferDepth: 2
  root_buffer: "clkbuf_8"
  cts_tree: "done"
  cts_resized: 0
  htreeDepth: 1
  cts_buffers: 3
  post_cts_buffers: 0
final_timing:
  finalHoldViolCount: 0
  slew_headroom: 0.8142
  holdWs_ns: 0.4201
  finalSetupViolCount: 0
  rsz0062_at_grt: "no"
  drv_slew: 0
  clock_skew_ns: 0.002347
  fmax_mhz: 517.6
  worst_slew_pin_slew_ns: 0.2772
  tns_ns: 0
  min_period_over_period: 0.7431
  untimed_endpoints: 48
  fin_crit_ns: 1.932
  unclocked_regs: 36
global_routing:
  antenna_found_initial: 0
  first_global_vias: 797
  overflow: 0
  grt_max_degree: 37
  grt_pass1_wl_um: 3167
  grt_usage: 0.07018
setup_path:
  crit_path_top_delay_cell: "clkdlybuf4s50_1"
  cp-end-kind: "output pin"
  slowest_delay_ns: 0.44
  critical_path_class: "in -> out"
  cp_cell_sequence: "clkdlybuf4s50_1 -> inv_1 -> clkdlybuf4s50_1"
  required_ns: 2.08
  path_max_fanout: 1
  startpoint_type: "input port"
  crit_top_cell: "clkdlybuf4s50_1"
  arrival_ns: 1.41
synthesis:
  ys_ff: 54
  syn-cell-area_sq_um: 1613
  avgSynthCellArea_sq_um: 12.04
  top_cell_area_share: 0.6703
  yosysUniqueCellTypes: 16
  ys_cells: 134
  yosysChipArea_sq_um: 1613
  ys_warn_count: 2
  postSynthCellCount: 134
  topCellsByArea: "dfxtp_1 67%, xnor2_1 7.1%, buf_4 5.6%, and3_1 5.0%, inv_1 4.2%"
  top_area_cell: "dfxtp_1"
  ys_seq_frac: 0.6703
worst_hold_path:
  min_path_type: "reg -> reg"
floorplan:
  die-area_sq_um: 5673
  dieHeight_um: 75.32
  fp.dieW_um: 75.32
  initCoreUtil: 0.3138
  io_pins: 33
  coreArea_sq_um: 5140
  num_rows: 26
flow_run:
  openroad.warnings: 25
  cap_violations: 0
place:
  dpl.hpwl_um: 1467
  gp_congestion: 0.6435
  io_buffers: 32
outcome:
  status: "finished, final reports clean"
-- worst max-delay path: cells and delay by family --
| family | cells | cell delay (ns) |
|---|---|---|
| buf+inv | 3 | 0.89 |
-- Yosys cell counts (all sizes together) --
cell type  number
nand3           5
nand4           4
and3           13
nand2           5
nor3b           1
dfxtp          54
and4            2
xor2            3
xnor2          13
inv            18
buf            12
nor2            2
nor3            1
ha              1
-- layout by cell type (no fill, tap or decap) --
cell | synthesis | routed
and3_1 | 13 | 13
and4_1 | 1 | 1
and4_4 | 1 | 1
buf_4 | 12 | 1
clkbuf_8 | 0 | 4
clkdlybuf4s50_1 | 0 | 32
dfxtp_1 | 54 | 54
ha_1 | 1 | 1
inv_1 | 18 | 18
nand2_1 | 5 | 5
nand3_1 | 5 | 5
nand4_1 | 3 | 3
nand4_4 | 1 | 1
nor2_1 | 2 | 2
nor3_2 | 1 | 1
nor3b_4 | 1 | 1
xnor2_1 | 13 | 13
xor2_1 | 3 | 3
-- metrics by stage --
| stage | setup slack (ns) | total power (uW) | area [sq um] | cells | utilization |
|---|---|---|---|---|---|
| after floorplan | 1.339 | 286.2 | 1613 | 134 | - |
| final | 0.6680 | 532.2 | 1993 | 229 | 0.3878 |
| after global placement | 0.6647 | 316.4 | 1938 | 225 | 0.3771 |
| after CTS | 0.6607 | 538.0 | 1993 | 229 | 0.3878 |
| after detailed placement | 0.6667 | 316.3 | 1938 | 225 | 0.3771 |
| after global routing | 0.5989 | 550.9 | 1993 | 229 | 0.3878 |
-- registers in the layout (all words and copies together), names as in the netlist --
| register | flops |
|---|---|
| pb_deb.deb.sreg | 12 |
| prescaler | 18 |
| sw_deb.deb.sreg | 24 |
-- final timing paths --
| kind | slack [ns] | cells after the start | end | start |
|---|---|---|---|---|
| hold / removal | 0.42 | 1 | prescaler[0] | prescaler[0] |
| hold reg to reg | 0.42 | 1 | prescaler[0] | prescaler[0] |
| setup reg to reg | 1.13 | 5 | prescaler[12] | prescaler[0] |
| setup / recovery | 0.67 | 3 | pb_out[6] | pb_in[6] |
-- power groups by stage --
| stage | clock, uW | sequential, uW | combinational [uW] |
|---|---|---|---|
| 6_report | 222 | 277 | 33.3 |
| 5_1_grt | 237 | 277 | 36.9 |
| 4_1_cts | 227 | 277 | 33.9 |
-- final cells by class --
class                           count  area (sq um)  share of cell area
Clock buffer                        4         55.05             0.02762
Sequential cell                    54          1081              0.5424
Tap cell                           70         87.58             0.04394
Timing Repair Buffer               33         327.8              0.1645
Multi-Input combinational cell     50         374.1              0.1877
Inverter                           18         67.56             0.03390
-- logic make-up (layout without fill, tap and decap cells) --
family,after synthesis,count (layout),share of synthesized area
XOR/XNOR,16,16,0.08689
adder cells (fa/ha/maj),1,1,0.007757
buffers and inverters,30,55,0.09775
flip-flops,54,54,0.6703
AND/OR/NAND/NOR,33,33,0.1373
-- per-layer routing --
metal / routed length [um] / up-vias / part of all wire / global-route usage
met5: 0 / - / 0 / 0
met4: 0 / 0 / 0 / 0
met3: 122 / 0 / 0.065 / 0.01743
met2: 799 / 21 / 0.43 / 0.1210
met1: 946 / 390 / 0.51 / 0.09795
li1: - / 463 / - / -
Power figures rest on the tool's default switching activity, not on a simulated workload.
